==> flow/design.v <==
module ps (req, en, gnt, req_up);
parameter NUM_BITS	= 8;
	input [NUM_BITS-1:0] req;
	input                en;
	output [NUM_BITS-1:0] gnt;
	output                req_up;
        wire   [NUM_BITS-2:0] req_ups;
        wire   [NUM_BITS-2:0] enables;
        assign req_up = req_ups[NUM_BITS-2];
        assign enables[NUM_BITS-2] = en;
        genvar i,j;
        generate
          if ( NUM_BITS == 2 )
          begin
            ps2 single (.req(req),.en(en),.gnt(gnt),.req_up(req_up));
          end
          else
          begin
            for(i=0;i<NUM_BITS/2;i=i+1)
            begin : foo
              ps2 base ( .req(req[2*i+1:2*i]), 
                         .en(enables[i]),
                         .gnt(gnt[2*i+1:2*i]),
                         .req_up(req_ups[i])
                       );
            end
            for(j=NUM_BITS/2;j<=NUM_BITS-2;j=j+1)
            begin : bar
              ps2 top ( .req(req_ups[2*j-NUM_BITS+1:2*j-NUM_BITS]),
                        .en(enables[j]),
                        .gnt(enables[2*j-NUM_BITS+1:2*j-NUM_BITS]),
                        .req_up(req_ups[j])
                      );
            end
          end
        endgenerate
endmodule
module ps2(req, en, gnt, req_up);
        input [1:0] req;
        input       en;
        output [1:0] gnt;
        output       req_up;
        assign gnt[1] = en & req[1];
        assign gnt[0] = en & req[0] & !req[1];
        assign req_up = req[1] | req[0];
endmodule
==> flow/run.sh <==
#!/bin/bash
# OpenROAD 26Q1-2900-gdf79404cd8, Yosys 0.63+post, stock flow scripts
make -C /OpenROAD-flow-scripts/flow DESIGN_CONFIG=/design/flow/config.mk WORK_HOME=/design/flow/orfs finish
==> flow/config.mk <==
export PLATFORM = sky130hd
export DESIGN_NAME = ps
export DESIGN_NICKNAME = ps
export VERILOG_FILES = /design/flow/design.v
export SDC_FILE = /design/flow/constraint.sdc
export NUM_CORES = 4
export LEC_CHECK = 1
export CORE_AREA = 10 10 70 70
export DIE_AREA = 0 0 80 80
==> flow/constraint.sdc <==
current_design ps

set clk_period 2.6
set clk_io_pct 0.2

create_clock -name clk0 -period $clk_period

set non_clock_inputs [all_inputs -no_clocks]
set_input_delay [expr $clk_period * $clk_io_pct] -clock clk0 $non_clock_inputs
set_output_delay [expr $clk_period * $clk_io_pct] -clock clk0 [all_outputs]
==> impl_metrics.tcl <==
# flow metrics
set metrics [dict create \
    outcome "complete, no violations" \
    stdcell_count 78 \
    antenna_found_initial 0 \
    warnings 32 \
    die.size.y_um 80 \
    wire_per_inst_um 9.23 \
    grt_pass1_vias 191 \
    slew_headroom 0.812 \
    final_util 0.103 \
    cp-end-kind "primary output" \
    period_minus_slack_ns 2.45 \
    power_switching_uw 10.3 \
    yosysWarningCount 0 \
    yosysChipArea_um2 106 \
    fin_crit_sh 0.944 \
    setup_slack_ns 0.146 \
    required_ns 2.08 \
    area_delta_synth_final_pct 229 \
    cp.arrival_ns 1.93 \
    path_class "in -> out" \
    setup_violations 0 \
    place.port_buffers 18 \
    seq_cell_count 0 \
    fmaxAchievable_mhz 408 \
    hold_violations 0 \
    p_comb_frac 1.000 \
    drt-vias-per-instance 2.44 \
    grt_usage 0.0196 \
    clkPwrFrac 0 \
    fin_area_um2 350 \
    dr.pass1.iters 3 \
    placedInstanceArea_um2 344 \
    leakage_nw 0.136 \
    gp_congestion 0.727 \
    tightestPinTransition_ns 0.280 \
    detailedPlace.worstSlack_ns -0.0461 \
    dieArea_um2 6400 \
    drtAntennaViolNets 0 \
    grt_max_degree 9 \
    p_int_uw 17.7 \
    dp.cells 78 \
    remaining_drc_errors 0 \
    io-pin-count 18 \
    vdd_ir_drop_max_mv 0.0124 \
    die_x_um 80 \
    start_kind "input pin" \
    drtIter0Drc 3 \
    synthesis.area_um2 106 \
    powerDensity_nw_per_um2 79.9 \
    crit_fanout 4 \
    synth_cell_type_count 11 \
    seqCellArea_um2 0 \
    synth_seq_share 0 \
    drv_cap 0 \
    fp_util 0.0311 \
    rows 21 \
    postCtsSetupBuffers 0 \
    synth_cells 14 \
    avgSynthCellArea_um2 7.60 \
    slew_violations 0 \
    core_um2 3420 \
    switching_share 0.366 \
    n_antenna_cell 0 \
    rsz0062_at_grt "no" \
    nClkBuffers 0 \
    seqPwrFrac 0 \
    grt_overflow 0 \
    drive_gt1_frac 0.0625 \
    yosysCellCount 14 \
    route.vias.total 190 \
    wl_um 720 \
    hold_buffers 0 \
    grt_pass1_wl_um 979 \
    min_path_type "in -> out" \
]
==> stage by stage <==
| stage | TNS (ns) | hold slack [ns] | total power, mW |
|---|---|---|---|
| after floorplan | 0 | 1.06 | 0.00424 |
| after CTS | 0 | 1.82 | 0.0288 |
| after global placement | -0.0856 | 2.02 | 0.0289 |
| final | 0 | 1.72 | 0.0280 |
| after global routing | 0 | 1.77 | 0.0302 |
| after detailed placement | -0.118 | 2.03 | 0.0293 |
==> per-layer routing <==
metal	track usage	part of all wire
met2	0.0297	0.36
met4	0	0
met3	0.0125	0.19
met5	0	0
met1	0.0244	0.45
==> power by group through the flow <==
stage / Sequential, mW / Clock, mW / Combinational [mW]
global route: 0 / 0 / 0.0302
finish: 0 / 0 / 0.0280
CTS: 0 / 0 / 0.0288
==> critical path: stages <==
cell,delay [ns]
clkdlybuf4s50_1,0.46
nor3_1,0.26
and4_1,0.23
clkdlybuf4s50_1,0.47
==> synthesized netlist by cell type <==
library cell / instances / area (um^2)
nor4_4: 1 / 21.3
and3b_1: 1 / 8.76
and4b_1: 1 / 10.0
and3_2: 1 / 7.51
and2_1: 1 / 6.26
nor3_1: 2 / 10.0
nor2_1: 1 / 3.75
nand3b_1: 1 / 7.51
and4_1: 2 / 17.5
nor4_1: 1 / 6.26
nand2_1: 2 / 7.51
==> what timing repair did <==
action / 4_1_cts / 5_1_grt
resized: 1 / 3
pin swaps: 1 / 2
setup endpoints to repair: 4 / 4
==> final timing paths <==
| check | slack (ns) | startpoint | to | depth (start not counted) |
|---|---|---|---|---|
| worst max-delay path | 0.15 | req[3] | gnt[0] | 4 |
| worst min-delay path | 1.72 | req[4] | gnt[4] | 4 |
==> area by class of cell <==
cell class                 count  area, um^2
fill                         393        3070
tap                           46        57.6
timing repair buffer          18         186
multi-input combinational     14         106
==> cell families (layout without fill, tap and decap cells) <==
logic type / after synthesis / count (layout) / synth area share
and+or+nand+nor: 14 / 14 / 1.00
buffers and inverters: 0 / 18 / 0
==> layout by cell type, fill, tap and decap left out <==
master,instances
dlygate4sd2_1,1
nor2_1,1
and4_1,2
nand2_1,2
dlymetal6s2s_1,3
nor4_4,1
and4b_1,1
clkdlybuf4s50_1,14
and3_2,1
nor4_1,1
and2_1,1
and3b_1,1
nand3b_1,1
nor3_1,2
No activity file was given, so power comes from the tool's default toggle rates.
